===== config.mk =====
export PLATFORM = sky130hd
export DESIGN_NAME = RR_arbiter
export DESIGN_NICKNAME = RR_arbiter
export VERILOG_FILES = /design/flow/design.v
export SDC_FILE = /design/flow/constraint.sdc
export NUM_CORES = 4
export LEC_CHECK = 1
export CORE_UTILIZATION = 30

===== run.sh =====
#!/bin/bash
# OpenROAD 26Q1-2900-gdf79404cd8, Yosys 0.63+post, stock flow scripts
make -C /OpenROAD-flow-scripts/flow DESIGN_CONFIG=/design/flow/config.mk WORK_HOME=/design/flow/orfs finish

===== constraint.sdc =====
current_design RR_arbiter

set clk_period 7.5
set clk_io_pct 0.2

create_clock -name clk0 -period $clk_period [get_ports {clk}]

set non_clock_inputs [all_inputs -no_clocks]
set_input_delay [expr $clk_period * $clk_io_pct] -clock clk0 $non_clock_inputs
set_output_delay [expr $clk_period * $clk_io_pct] -clock clk0 [all_outputs]

===== design.v =====
module RR_arbiter(input clk,rst,input [15:0] req,output [15:0] gnt);
 reg [15:0] gnt_d,gnt_nxt;
 reg [3:0]  RR_0 ;
 reg [3:0]  RR_1 ;
 reg [3:0]  RR_2 ;
 reg [3:0]  RR_3 ;
 reg [3:0]  RR_4 ;
 reg [3:0]  RR_5 ;
 reg [3:0]  RR_6 ;
 reg [3:0]  RR_7 ;
 reg [3:0]  RR_8 ;
 reg [3:0]  RR_9 ;
 reg [3:0]  RR_10;
 reg [3:0]  RR_11;
 reg [3:0]  RR_12;
 reg [3:0]  RR_13;
 reg [3:0]  RR_14;
 reg [3:0]  RR_15;
assign gnt = gnt_d;
 reg [3:0] req_vec_rr[0:15],req_vec_rr_d[0:15],gnt_won,gnt_last; 
 always@(posedge clk or posedge rst) begin 
   if(rst) begin
     gnt_d <= #0 0; 
     gnt_last <= #0 0;
   end else begin 
              gnt_d <= #1 gnt_nxt;
              gnt_last <= #1 (gnt_nxt==0) ? gnt_last : gnt_nxt;
            end
 end
always @(*) begin 
  gnt_nxt = 16'h0000;
  gnt_won = 4'b0000;
  case(1) 
   req[req_vec_rr[0]] : begin 
                          gnt_nxt[req_vec_rr[0]]=1'b1;
                          gnt_won = req_vec_rr[0];
                        end
   req[req_vec_rr[1]] : begin 
                          gnt_nxt[req_vec_rr[1]]=1'b1;
                          gnt_won = req_vec_rr[1];
                        end
   req[req_vec_rr[2]] : begin 
                          gnt_nxt[req_vec_rr[2]]=1'b1;
                          gnt_won = req_vec_rr[2];
                        end
   req[req_vec_rr[3]] : begin 
                          gnt_nxt[req_vec_rr[3]]=1'b1;
                          gnt_won = req_vec_rr[3];
                        end
   req[req_vec_rr[4]] : begin 
                          gnt_nxt[req_vec_rr[4]]=1'b1;
                          gnt_won = req_vec_rr[4];
                        end
   req[req_vec_rr[5]] : begin 
                        gnt_nxt[req_vec_rr[5]]=1'b1;
                          gnt_won = req_vec_rr[5];
                        end
   req[req_vec_rr[6]] : begin 
                        gnt_nxt[req_vec_rr[6]]=1'b1;
                          gnt_won = req_vec_rr[6];
                        end
   req[req_vec_rr[7]] : begin 
                        gnt_nxt[req_vec_rr[7]]=1'b1;
                          gnt_won = req_vec_rr[7];
                        end
   req[req_vec_rr[8]] : begin 
                        gnt_nxt[req_vec_rr[8]]=1'b1;
                          gnt_won = req_vec_rr[8];
                        end
   req[req_vec_rr[9]] : begin 
                        gnt_nxt[req_vec_rr[9]]=1'b1;
                          gnt_won = req_vec_rr[9];
                        end
   req[req_vec_rr[10]] : begin 
                        gnt_nxt[req_vec_rr[10]]=1'b1;
                          gnt_won = req_vec_rr[10];
                        end
   req[req_vec_rr[11]] : begin 
                        gnt_nxt[req_vec_rr[11]]=1'b1;
                          gnt_won = req_vec_rr[11];
                         end
   req[req_vec_rr[12]] : begin 
                         gnt_nxt[req_vec_rr[12]]=1'b1;
                          gnt_won = req_vec_rr[12];
                         end
   req[req_vec_rr[13]] : begin 
                         gnt_nxt[req_vec_rr[13]]=1'b1;
                          gnt_won = req_vec_rr[13];
                         end
   req[req_vec_rr[14]] : begin 
                         gnt_nxt[req_vec_rr[14]]=1'b1;
                          gnt_won = req_vec_rr[14];
                         end 
   req[req_vec_rr[15]] : begin 
                         gnt_nxt[req_vec_rr[15]]=1'b1;
                          gnt_won = req_vec_rr[15];
                         end
 endcase
end
always @(*) begin 
   for(integer i=0;i<16;i++) begin 
   req_vec_rr_d[i] = req_vec_rr[i];
   end
   if(gnt_nxt!=0) begin 
   req_vec_rr_d[0] = (gnt_won==15)?0:gnt_won+1;
   for(integer i=1;i<16;i++) begin 
   req_vec_rr_d[i] = (req_vec_rr_d[i-1]==15)?0:(req_vec_rr_d[i-1]+1);
   end
   end
end
 always @(posedge clk or posedge rst) begin
   if(rst) begin 
        for(integer i=0;i<16;i++) begin 
          req_vec_rr[i]=i;   
        end
   end else begin 
        for(integer i=0;i<16;i++) begin 
             req_vec_rr[i] = req_vec_rr_d[i]; 
        end
            end
 end
always @(*) begin 
 RR_0 =req_vec_rr[0];
 RR_1 =req_vec_rr[1];
 RR_2 =req_vec_rr[2];
 RR_3 =req_vec_rr[3];
 RR_4 =req_vec_rr[4];
 RR_5 =req_vec_rr[5];
 RR_6 =req_vec_rr[6];
 RR_7 =req_vec_rr[7];
 RR_8 =req_vec_rr[8];
 RR_9 =req_vec_rr[9];
 RR_10=req_vec_rr[10];
 RR_11=req_vec_rr[11];
 RR_12=req_vec_rr[12];
 RR_13=req_vec_rr[13];
 RR_14=req_vec_rr[14];
 RR_15=req_vec_rr[15];
 end
endmodule 

==> metrics.yaml <==
synthesis:
  yosysCellCount: 1320
  edf_count: 0
  syn_inst: 1320
  ff_type: "dfrtp_1"
  yosysTopAreaCell: "dfrtp_1"
  top_cell_area_share_pct: 9.223
  area_leaders: "dfrtp_1 9.2%, mux4_2 7.4%, a21oi_1 6.2%"
  syn_area_sq_mm: 0.009497
  ys_ff: 54
  ys_area_sq_mm: 0.009497
  synth.distinct_cells: 87
  synthArstFlopShare_pct: 100.0
  synth_warnings: 3
  yosysSeqAreaShare_pct: 14.48
  avgSynthCellArea_sq_um: 7.194
placed_design:
  port_buffers: 33
  gp_congestion: 1.012
  dp_hpwl_um: 33260
  placedCellCount: 1825
  placement.cell_area_sq_mm: 0.01145
global_route:
  grt_use_total_pct: 26.72
  grt_pass1_vias: 10638
  antenna_found_initial: 0
  grt_max_degree: 58
  grt_pass1_wl_um: 65370
  overflow: 0
floorplanning:
  rows: 64
  die_area_sq_mm: 0.03237
  num_io_pins: 34
  fp_util_pct: 30.80
  placeableCoreArea_sq_mm: 0.03083
  die_w_um: 179.9
  die-height_um: 179.9
worst_hold_path:
  holdCritPathClass: "reg2reg"
  hold_start: "req_vec_rr[13][2]"
  min_delay_path_depth: 2
  hold_path_end: "req_vec_rr[13][2]"
sta:
  layout_setup_ws_ns: -0.5713
  setup_viol_count_final: 9
  clock-skew-final_ns: 0.008676
  period_used_pct: 107.6
  fin_crit_ns: 8.071
  hold_viol: 0
  slew_viol_final: 0
  clock.fmax_mhz: 123.9
  tightest_slew_ns: 0.8939
  rsz0062_at_grt: "yes"
  slew-limit-headroom_pct: 40.41
worst_setup_path:
  worst_path_most_repeated_cell: "buf_4"
  critPathLaunchType: "input pin"
  rr_startpoint: "req_vec_rr[13][0]"
  path_max_fanout: 6
  critical_path.max_stage_delay_ns: 0.54
  endpoint_kind: "flip-flop"
  path_class: "in2reg"
  r2r_setup_slack_ns: 0
  critPathRequiredTime_ns: 7.73
  arrival_ns: 8.30
  r2r_cells: 35
  cp_slowest_cell: "mux4_2"
  r2r_end: "req_vec_rr[10][2]"
clocking:
  root_buffer: "clkbuf_16"
  clk_pin_slew_ns: 0.08
  clock-sinks: 54
  clk_path_buf_depth: 2
  hold_buffers: 0
  clk_latency_ns: 0.32
  cts_tree: "done"
  cts_buffers: 5
  htree_levels: 2
drt:
  ant_nets: 0
  dr.first_iter.drc_count: 1459
  diodes: 0
  vias: 11584
  drtPass1Iterations: 23
  drc: 0
  wire_per_inst_um: 23.18
  viasPerCell: 6.245
  wl_um: 43000
flow_run:
  maxCapViolations: 0
  warnings: 52
outcome:
  violations: "setup timing"
  run_status: "finished, violations left"
cells_and_area:
  drive_gt1_share_pct: 27.07
  lay_top_cells: "199 x buf_4, 152 x nand2_1, 113 x nor2_1, 113 x a21oi_1, 60 x nand3_1"
  fin_cells: 1855
  postLayoutCoreUtil_pct: 39.13
  area_growth_pct: 27.02
  postLayoutCellArea_sq_mm: 0.01206
  lay_top_count: "buf_4"
-- cell usage after synthesis, types with 31 or more instances --
| cell | number |
|---|---|
| ha_1 | 33 |
| nor3_1 | 33 |
| inv_1 | 36 |
| mux4_2 | 31 |
| a21oi_1 | 117 |
| a31oi_1 | 38 |
| dfrtp_1 | 35 |
| clkbuf_1 | 95 |
| nand2_1 | 152 |
| nand3_1 | 63 |
| nor2_1 | 115 |
| o21ai_0 | 56 |
-- metrics by stage --
step	setup slack [ns]	TNS, ns	hold slack, ns
2_1_floorplan	-0.9643	-6.795	0.5714
3_3_place_gp	-1.355	-13.71	0.5845
3_5_place_dp	-1.427	-14.59	0.5852
4_1_cts	-0.5996	-3.828	0.6067
5_1_grt	-0.8036	-6.613	0.6501
6_report	-0.5713	-4.294	0.6063
-- worst max-delay path by stage --
| stage | slack (ns) | to | cells after the start | startpoint |
|---|---|---|---|---|
| 4_1_cts | -0.60 | req_vec_rr[11][2] | 34 | req[15] |
| 5_1_grt | -0.80 | req_vec_rr[10][2] | 37 | req[7] |
| 6_report | -0.57 | req_vec_rr[10][2] | 36 | req[7] |
-- layer usage --
metal / share of wire [%] / GRT usage, % / wire length [um]
met4: 4.1 / 9.207 / 1775
met1: 43 / 38.46 / 18360
met5: 0 / 0 / 0
met3: 8.8 / 4.127 / 3787
met2: 44 / 41.21 / 19080
-- worst max-delay path, delay by kind of cell --
| kind | cells | cell delay [ns] |
|---|---|---|
| and+or+nand+nor | 8 | 1.19 |
| adders and majority gates | 3 | 0.51 |
| AOI/OAI and AO/OA | 13 | 2.86 |
| muxes | 2 | 1.04 |
| buffers and inverters | 9 | 1.07 |
| xor gates and xnor gates | 1 | 0.10 |
-- layout make-up --
type / count / area [sq um]
clock buffer: 5 / 125.1
clock inverter: 3 / 28.78
fill: 3097 / 18770
inverter: 43 / 163.9
multi-input combinational: 1103 / 7839
sequential: 54 / 1375
tap: 396 / 495.5
timing repair buffer: 251 / 2036
-- kinds of logic after synthesis --
| logic type | Yosys count | share of synthesized area, % |
|---|---|---|
| compound gates | 453 | 33.02 |
| xor+xnor | 27 | 2.490 |
| fa+ha+maj | 33 | 4.348 |
| buf+inv | 163 | 6.798 |
| flops | 54 | 14.48 |
| mux | 83 | 13.20 |
| simple gates | 507 | 25.67 |
-- sequential cells by signal, summed over array words and instances, names as in the netlist --
register    cells
req_vec_rr     38
gnt_d          16
-- repair_timing --
item / CTS / global route
endpoints found under the hold margin: 0 / 0
resized: 112 / 34
buffers inserted: 15 / 8
setup endpoints to repair: 15 / 15
pin swaps: 38 / 42
gates cloned: 0 / 0
